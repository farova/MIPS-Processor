### ./design.v
module RegisterFile(clock, insn, rtIn, rdIn, rsOut, rtOut, writeBackData, control);
parameter RETURN_ADDRESS = 31;
parameter STACK_PNTR_BASE_ADDR = 32'h80120002;
parameter MAIN_RTRN_ADDR = 32'h77777777;
input wire clock;
input wire[0:31] insn;
input wire[0:18-1] control;
input wire[0:4] rdIn;
input wire[0:4] rtIn;
input wire[0:31] writeBackData;
output wire[0:31] rsOut;
output wire[0:31] rtOut;
reg[0:31] rsOutreg;
reg[0:31] rtOutreg;
wire[0:4] rs;
wire[0:4] rt;
wire[0:4] rd;
wire[0:31] zero;
reg[0:31] registers[0:31];
integer i;
task PrintRegs;
	integer k;
	begin
		$display("\n PRINTING REGISTER VALUES\n");
		for (k = 0; k < 32; k = k + 1) begin
			$display("register %d: has value: %h", k, registers[k]);
		end
	end
endtask
assign rs = insn[6:10];
assign rt = insn[11:15];
assign rd = insn[16:20];
assign zero = registers[0];
assign rsOut = rsOutreg;
assign rtOut = rtOutreg;
always@(*) begin
	rsOutreg = registers[rs];
	rtOutreg = registers[rt];
	if (control[3]) begin
		if (control[5]) begin
			if (rdIn == rs) begin
				rsOutreg = writeBackData;
			end else if (rdIn == rt) begin
				rtOutreg = writeBackData;
			end
		end else begin
			if (rtIn == rs) begin
				rsOutreg = writeBackData;
			end else if (rtIn == rt) begin
				rtOutreg = writeBackData;
			end
		end
	end
end
initial begin
	for (i = 0; i < 32; i = i + 1) begin
	if (i == 29) begin
		registers[i] = STACK_PNTR_BASE_ADDR;
	end else if (i == 31) begin
		registers[i] = MAIN_RTRN_ADDR;
	end else begin
		registers[i] = i;
	end
	end
end
always @(posedge clock) begin
	if (control[3]) begin
		if (control[5]) begin
			if (control[9]) begin
				registers[RETURN_ADDRESS] <= writeBackData;
			end else begin
				registers[rdIn] <= writeBackData;
			end
		end else begin
			registers[rtIn] <= writeBackData;
		end
	end
end
endmodule
### ./run.sh
#!/bin/bash
# OpenROAD 26Q1-2900-gdf79404cd8, Yosys 0.63+post, stock flow scripts
make -C /OpenROAD-flow-scripts/flow DESIGN_CONFIG=/design/flow/config.mk WORK_HOME=/design/flow/orfs finish
### ./config.mk
export PLATFORM = sky130hd
export DESIGN_NAME = RegisterFile
export DESIGN_NICKNAME = RegisterFile
export VERILOG_FILES = /design/flow/design.v
export SDC_FILE = /design/flow/constraint.sdc
export NUM_CORES = 4
export LEC_CHECK = 1
export CORE_UTILIZATION = 40
export SYNTH_HDL_FRONTEND = slang
### ./constraint.sdc
current_design RegisterFile

set clk_period 8.4
set clk_io_pct 0.2

create_clock -name clk0 -period $clk_period [get_ports {clock}]

set non_clock_inputs [all_inputs -no_clocks]
set_input_delay [expr $clk_period * $clk_io_pct] -clock clk0 $non_clock_inputs
set_output_delay [expr $clk_period * $clk_io_pct] -clock clk0 [all_outputs]
==> notes.md <==
yosys + openroad results -> largest net degree at the start of global routing 102, max_slew headroom 30.15%, Iteration-0 DRC Markers approximately 1.5k, Lkg Pwr approximately 17 nW, die extent in x roughly 350 um, hold buffer count at cts 0, top cells, area edfxtp_1 65%, mux4_2 24%, o22ai_1 1.6%, Total GRT Usage roughly a quarter, number of enable flip-flop cells ~1k, outcome finished clean, vias in the first global route ~31k, asr flop ratio synth 0%, clock root cell clkbuf_16, chip area approximately 0.12 sq mm, initial antenna violation count 4, Vias/cell 6.390, filler cell count approximately 9.5k, most used cell, CP clkdlybuf4s50_1, post-synthesis chip area from yosys roughly 0.048 sq mm, syn avg cell area about 20 sq um, Clk pin slew, worst setup/hold paths roughly 0.060 ns, Main synth FF type edfxtp_1, GP Congestion between 0.8 and 0.9, Startpoint Class primary input, final worst slack roughly 1.3 ns, dpl ws ~1.4 ns, DRC Markers 0, CP Capture Type primary output, fmax 141.4 MHz, Largest type area fraction between 60 and 70%, DPL Wire Length approximately 85 mm, total chip power approximately 11 mW, max_cap viols 0, CTS H-Tree Depth 3, fin. max-slew vios 0, Power Density about 210 mW/mm^2, Init Core Util between 40% and 50%, Congestion Overflow GR 0, maximum fanout along the worst path 39, drt wl/cell about 35 um, fin crit share a little over four fifths, final wirelength between 100 and 150 mm, Synth area leader edfxtp_1, post-synthesis sequential area ratio between 60 and 70%, top post-synthesis cells by count 1024 x edfxtp_1, 515 x mux4_2, 124 x o22ai_1, 75 x buf_2, 71 x clkbuf_1, Most flops, register registers, postcts setup bufs 0, Seq. cell area 0.03075 sq mm, Gates resized, CTS repair 0, Worst Path Class, Setup in2out, Clock Sinks between 1k and 1.5k, OpenROAD warning count around 66, DRT Pass-1 Iters 5, Comb gate area 0.01612 sq mm, yosys cell count ~2.4k, synth warn 0, Worst Max-Slew Pin Slew ~1.0 ns, Mapped Area approximately 0.048 sq mm, core area between 0.1 and 0.15 sq mm, I/O pin cnt about 160, crit path DRT around 6.7 ns, count leader, synth edfxtp_1, CTS tree yes, cts bufs inserted between 100 and 150, Registers, synthesis 1024, CP cell instances clkdlybuf4s50_1, xor2_1, nor3_1, a32o_4, buf_4, a31oi_1, a22o_1, clkdlybuf4s50_1, final core occ between 40% and 50%, layout cells sized above 1 approximately 34%, Final Hold Vio Count 0, Finish-stage setup viols 0, clock buffer depth 3, fin crit period between 7 and 8 ns, largest registers registers (1024), first-pass GRT wire length 206.3 mm, Via Count roughly 26k, Worst Hold Class in2reg, Post-Synthesis Cells ~2.4k, sum of negative setup slack 0 ns, max reg flops just over 1k, CP max stage delay 0.86 ns, Area Overhead vs Synth 14.39%, VDD IR max 0.1674 mV, RSZ-0062 raised after global routing no, slowest library cell on the worst path a32o_4, remaining antenna violation count 0, Unique masters post-synth roughly 43, arrival time worst endpoint around 5.4 ns, cell row count roughly 130, Buffers on Ports 119, die height around 350 um
[metrics by stage]
step	hold slack (ns)	cells	area [sq um]
6_report	1.809	4145	54470
5_1_grt	1.824	4144	54470
4_1_cts	1.770	4144	54470
3_5_place_dp	2.516	3951	51070
3_3_place_gp	2.503	3951	51070
2_1_floorplan	1.779	2361	47620
[power by group]
| group | internal (mW) | leakage [nW] | switching (mW) |
|---|---|---|---|
| sequential | 5.69 | 9.22 | 0.0271 |
| combinational | 0.472 | 5.84 | 0.562 |
| clock | 2.69 | 1.67 | 1.96 |
[worst paths after layout]
kind,end,startpoint,slack (ns),depth (start not counted)
hold / removal,registers[1][3],writeBackData[28],1.81,2
setup / recovery,rsOut[1],insn[7],1.33,8
[metal layers]
layer  up-vias  part of all wire [%]  track usage (%)
li1      10690                     -                -
met1     13320                    30            29.00
met2      2168                    46            37.30
met3       301                    20            24.23
met4        14                   3.8            7.667
met5         -                  0.36            3.641
[worst max-delay path: cells and delay by family]
family / cells / cell delay, ns
buffers and inverters: 3 / 1.69
xor gates and xnor gates: 1 / 0.31
and+or+nand+nor: 1 / 0.35
AOI/OAI and AO/OA: 3 / 1.30
[cell type report]
type | instances | share of cell area, %
Sequential cell | 1024 | 56.45
Inverter | 4 | 0.02756
Multi-Input combinational cell | 1140 | 29.60
Tap cell | 1536 | 3.528
Antenna cell | 1 | 0.004594
Timing Repair Buffer | 247 | 4.153
Clock inverter | 57 | 1.089
Clock buffer | 136 | 5.154
[cell families after synthesis]
family | synth area share, %
AOI/OAI and AO/OA | 4.217
buffers and inverters | 2.176
muxes | 26.10
and+or+nand+nor | 2.572
xor gates and xnor gates | 0.3678
DFF | 64.57
[placed cells by master, fill, tap and decap left out, types with 20 or more instances in the layout]
| master | count |
|---|---|
| a22o_1 | 27 |
| mux4_2 | 515 |
| nor3_1 | 36 |
| nor4_1 | 25 |
| nor2b_1 | 67 |
| edfxtp_1 | 1024 |
| mux2i_1 | 40 |
| clkbuf_1 | 28 |
| buf_4 | 121 |
| mux2_2 | 34 |
| nor2_4 | 32 |
| o22ai_1 | 124 |
| a21oi_1 | 27 |
| clkdlybuf4s50_1 | 113 |
| clkinv_2 | 20 |
| clkbuf_16 | 108 |
| nor2_1 | 22 |
| a211oi_1 | 70 |
Power and IR drop assume default switching activity.
