==> flow/design.v <==
module fetch(clk, stall, pc_out, rw, acc_size_out, control, jump_addr, address);
input clk, stall;
input wire[0:18-1] control;
input wire[0:31] jump_addr;
output reg[0:31] pc_out;
output reg[0:31] address;
output rw;
output[0:1] acc_size_out;
reg[0:31] pc;
reg[0:1]acc_size;
initial begin
	pc_out <= 32'h80020000;
end
assign acc_size_out = 2'b00;  
always @(posedge clk) begin
	if (!stall) begin
		if (control[1] || control[0]) begin
			address <= jump_addr;
			pc_out <= jump_addr + 4;
		end else begin
			address <= pc_out;
			pc_out <= pc_out + 4;	
		end
	end
end
endmodule
==> flow/run.sh <==
#!/bin/bash
# OpenROAD 26Q1-2900-gdf79404cd8, Yosys 0.63+post, stock flow scripts
make -C /OpenROAD-flow-scripts/flow DESIGN_CONFIG=/design/flow/config.mk WORK_HOME=/design/flow/orfs finish
==> flow/config.mk <==
export PLATFORM = sky130hd
export DESIGN_NAME = fetch
export DESIGN_NICKNAME = fetch
export VERILOG_FILES = /design/flow/design.v
export SDC_FILE = /design/flow/constraint.sdc
export NUM_CORES = 4
export LEC_CHECK = 1
export CORE_UTILIZATION = 30
export SYNTH_HDL_FRONTEND = slang
==> flow/constraint.sdc <==
current_design fetch

set clk_period 13.5
set clk_io_pct 0.2

create_clock -name clk0 -period $clk_period [get_ports {clk}]

set non_clock_inputs [all_inputs -no_clocks]
set_input_delay [expr $clk_period * $clk_io_pct] -clock clk0 $non_clock_inputs
set_output_delay [expr $clk_period * $clk_io_pct] -clock clk0 [all_outputs]
==> Slide: Implementation Results <==
Synthesis and Place & Route Summary

Detailed routing
  • Wire per inst: 15.5 um
  • Ant diodes: 0
  • Total Wirelength: 8260 um
  • Final ANT Viol Nets: 0
  • Detailed-route via count: 2563
  • Router iterations before antenna repair: 6
  • DRC Markers: 0
  • DR iter-0 viols: 106
  • Vias per inst: 4.81

Placement
  • Pre-CTS setup slack: 7.77 ns
  • Placed insts: 517
  • GPL Wtd Cong: 0.803
  • IO buf count: 99
  • DPL Wire Length: 5730 um

CTS
  • Clk Latency, worst-skew pair: 0.32 ns
  • CTS tree: built
  • Clk sinks: 64
  • Post-CTS Setup Inserts: 0
  • Root Buffer: clkbuf_16
  • CTS Buf Count: 9
  • Clock Tree Buf Depth: 2
  • Htree depth: 3
  • Cts hold-fix bufs: 0
  • Clock Pin Slew Worst Setup and Hold Paths: 0.05 ns
  • Post_cts resized: 0

Cells and area
  • Share of cells above drive strength 1: 9.67%
  • Comb area: 1330 sq um
  • Top cell excl fill/tap: clkdlybuf4s50_1
  • Layout Cells excl Fill: 533
  • Flop area: 1920 sq um
  • Top Layout Cells: clkdlybuf4s50_1, nand2_1, edfxtp_1, o211ai_1, xnor2_1
  • Layout area overhead: 41.4%
  • Layout fillers: 981

Setup path
  • Crit path kind: input pin to register
  • Cell Chain, Critical Path: clkdlybuf4s50_1, buf_4, or2_1, nand2_1, nand2_1, ha_1, inv_1, a221oi_4, nand4_4, nor4_2, xor2_1
  • Most used cell, CP: nand2_1
  • CP Capture Type: register
  • Setup crit start kind: input pin
  • Worst EP required: 13.56 ns
  • CP Max Fanout: 34
  • CP Launch Point: control[1]
  • Worst r2r src: pc_out[29]
  • Slowest Stage Delay on Critical Path: 0.50 ns
  • Slowest cell on the critical path: or2_1
  • WP data arrival: 5.43 ns

Final timing
  • Clock Skews: 0.00446 ns
  • F_max: 0.186 GHz
  • Fin crit share: 39.8%
  • Final setup vio count: 0
  • TNS Setup: 0 ns
  • Final Hold Fails: 0
  • RSZ-0062 raised after global routing: false
  • Slew Viols, Final: 0
  • Worst slew margin: 62.4%
  • Final min period: 5.37 ns
  • Setup ws final: 8.13 ns
  • Least-Margin Pin Slew: 0.548 ns

Yosys
  • Synth cell types: 39
  • Yosys stat cell total: 286
  • Synth Instances: 286
  • Synth Seq Share: 56.7%
  • Syn Area/Cell: 11.9 sq um
  • Synthesized area: 3390 sq um
  • Yosys chip area: 3390 sq um
  • Syn. warnings: 1
  • Flops & latches, synth: 64

Floorplan
  • I/O pin count: 119
  • Chip area: 11700 sq um
  • Core area: 10900 sq um
  • Die Y: 108 um
  • Fp util: 31.0%
  • Die extent in x: 108 um
  • Cell row count: 38

Global routing
  • Vias in the first global route: 2542
  • Largest net degree at the start of global routing: 41
  • Initial antenna violation count: 0
  • First-pass GRT wire length: 13200 um
  • Grt ovf: 0
  • Gr usage total: 15.5%

Worst hold path
  • Hold Crit Class: register to register
  • Hold_sp: pc_out[31]

Status
  • Status: completed

Power and ir drop
  • Leakage: 0.00177 uW
  • Worst VDD drop: 0.0638 mV
  • Power per Cell Area: 117 nW/um^2

Job
  • Max_cap viols: 0
  • OpenROAD warning count: 41
==> final cells by class <==
| cell class | instances | share of cell area (%) |
|---|---|---|
| clock buffers | 11 | 4.85 |
| well taps | 140 | 3.65 |
| inverters | 11 | 0.861 |
| flip-flops and latches | 64 | 40.1 |
| clock inverters | 5 | 1.49 |
| repair buffers | 104 | 21.4 |
| multi-input cells | 198 | 27.6 |
==> metal layers <==
metal | share of wire, % | track usage, % | vias to the layer above
li1 | - | - | 1246
met1 | 47 | 24.9 | 1222
met2 | 46 | 22.8 | 88
met3 | 6.2 | 3.80 | 7
met4 | 1.1 | 2.32 | 0
met5 | 0 | 0 | -
==> flip-flops by register name, summed over array words and instances, names as in the netlist <==
name and cells:
address 32, pc_out 32
==> worst max-delay path: cells and delay by family <==
kind / cells / cell delay [ns]
buffers and inverters: 3 / 0.87
adders and majority gates: 1 / 0.17
xor gates and xnor gates: 1 / 0.11
and+or+nand+nor: 5 / 1.30
AOI/OAI and AO/OA: 1 / 0.26
==> logic make-up (layout without fill, tap and decap cells) <==
group / after synthesis / count (layout) / share of synthesized area [%]
mux: 10 / 10 / 3.06
fa+ha+maj: 1 / 1 / 0.369
buf+inv: 26 / 131 / 4.54
simple gates: 120 / 120 / 19.3
compound gates: 39 / 39 / 9.45
xor+xnor: 25 / 25 / 6.46
flops: 64 / 64 / 56.7
other cells: 1 / 3 / 0.111
==> synth_stat cells <==
library cell | n | area (sq um)
nand2b_1 | 1 | 6.26
mux2i_1 | 7 | 70.1
a31oi_1 | 1 | 6.26
nor4_1 | 2 | 12.5
nor2_1 | 7 | 26.3
xnor2_1 | 14 | 123
xor2_1 | 11 | 96.3
nand4_4 | 2 | 42.5
and2_1 | 3 | 18.8
o21ai_1 | 4 | 20.0
o21ai_0 | 8 | 40.0
buf_6 | 5 | 56.3
nand4bb_1 | 4 | 45.0
nor4b_2 | 2 | 30.0
conb_1 | 1 | 3.75
buf_2 | 3 | 15.0
a21o_1 | 1 | 7.51
nor4_2 | 3 | 37.5
o211ai_1 | 15 | 113
buf_4 | 4 | 30.0
or3b_2 | 2 | 17.5
ha_1 | 1 | 12.5
nand3_1 | 7 | 35.0
mux2_2 | 3 | 33.8
inv_1 | 11 | 41.3
or3b_1 | 1 | 8.76
or4bb_1 | 4 | 45.0
a22oi_4 | 2 | 42.5
or3b_4 | 1 | 11.3
a22oi_2 | 3 | 37.5
nor3_1 | 4 | 20.0
edfxtp_1 | 64 | 1920
nand4_1 | 3 | 18.8
a221oi_4 | 1 | 26.3
o211ai_2 | 1 | 12.5
or2_1 | 1 | 6.26
clkbuf_1 | 3 | 11.3
a21oi_1 | 3 | 15.0
nand2_1 | 73 | 274
==> path summary, 6_finish.rpt <==
| path | to | slack (ns) | cells after the start |
|---|---|---|---|
| min | address[31] | 0.55 | 2 |
| max | pc_out[7] | 8.13 | 11 |
| min reg2reg | address[31] | 0.55 | 2 |
| max reg2reg | pc_out[7] | 11.10 | 8 |
==> report_power, final <==
group / total (uW) / switching, uW / leakage, uW / internal, uW
Clock: 238 / 78.1 / 0.000146 / 160
Sequential: 245 / 7.55 / 0.000630 / 238
Combinational: 77.8 / 33.1 / 0.000996 / 44.7
==> through the flow <==
step / utilization, % / instance area (sq um) / power (uW) / hold WS (ns)
detailed placement: 41.1 / 4490 / 328 / 0.538
CTS: 43.9 / 4800 / 568 / 0.550
finish: 43.9 / 4800 / 561 / 0.548
global placement: 41.1 / 4490 / 327 / 0.528
floorplan: - / 3400 / 280 / 0.484
global route: 43.9 / 4800 / 588 / 0.586
Power figures rest on the tool's default switching activity, not on a simulated workload.
