**flow/design.v**
```verilog
module decode(clk, insn, pc, valid_insn, control);
input clk, valid_insn;
input[0:31] insn;
input[0:31] pc;
output reg[0:18-1] control;
wire isNoop;
wire[0:5] opcode;
wire[0:4] rs;
wire[0:4] rd;
wire[0:4] rt;
wire[0:4] sa;
wire[0:15] imm;
wire[0:5] calc_type;
wire[0:15] offset;
wire[0:4] base;
wire[0:26] insn_index;
assign opcode = insn[0:5];
assign base = insn[6:10];
assign rs = insn[6:10];
assign rt = insn[11:15];
assign rd = insn[16:20];
assign sa = insn[21:25];
assign imm = insn[16:31];
assign offset = insn[16:31];
assign calc_type = insn[26:31];
assign insn_index = insn[6:31];
integer i;
assign isNoop = insn == 32'h00000000 ? 1 : 0;
initial begin
	for (i = 0; i < 18; i = i+1) begin
		control[i] = 0;
	end
end
always @(*) begin
	for (i = 0; i < 18; i = i + 1) begin
		control[i] = 0;
	end
	if (insn == 32'h70621002) begin
	end
	if (valid_insn) begin
		if (!isNoop) begin
			case(opcode)
				6'b000000: begin
					case(calc_type)
						6'b100000: begin  
							control[3] = 1;
							control[5] = 1;
							control[12] = 1;
							control[13] = 1;
							control[14] = 1;
						end
						6'b100001: begin  
							control[3] = 1;
							control[5] = 1;
							control[12] = 1;
							control[13] = 1;
							control[14] = 1;
						end
						6'b100010: begin  
							control[3] = 1;
							control[5] = 1;
							control[12] = 1;
							control[13] = 1;
							control[14] = 1;
						end
						6'b100011: begin  
							control[3] = 1;
							control[5] = 1;
							control[12] = 1;
							control[13] = 1;
							control[14] = 1;
						end
						6'b011010: begin  
							control[12] = 1;
							control[13] = 1;
						end
						6'b011011: begin  
							control[12] = 1;
							control[13] = 1;
						end
						6'b010000: begin  
							control[3] = 1;
							control[5] = 1;
							control[14] = 1;
						end
						6'b010010: begin  
							control[3] = 1;
							control[5] = 1;
							control[14] = 1;
						end
						6'b101010: begin  
							control[3] = 1;
							control[5] = 1;
							control[12] = 1;
							control[13] = 1;
							control[14] = 1;
						end
						6'b101011: begin  
							control[3] = 1;
							control[5] = 1;
							control[12] = 1;
							control[13] = 1;
							control[14] = 1;
						end
						6'b000000: begin  
							control[3] = 1;
							control[5] = 1;
							control[13] = 1;
							control[14] = 1;
						end
						6'b000100: begin  
							control[3] = 1;
							control[5] = 1;
							control[12] = 1;
							control[13] = 1;
							control[14] = 1;
						end
						6'b000010: begin  
							control[3] = 1;
							control[5] = 1;
							control[13] = 1;
							control[14] = 1;
						end
						6'b000110: begin  
							control[3] = 1;
							control[5] = 1;
							control[12] = 1;
							control[13] = 1;
							control[14] = 1;
						end
						6'b000011: begin  
							control[3] = 1;
							control[5] = 1;
							control[13] = 1;
							control[14] = 1;
						end
						6'b000111: begin  
							control[3] = 1;
							control[5] = 1;
							control[12] = 1;
							control[13] = 1;
							control[14] = 1;
						end
						6'b100100: begin  
							control[3] = 1;
							control[5] = 1;
							control[12] = 1;
							control[13] = 1;
							control[14] = 1;
						end
						6'b100101: begin  
							control[3] = 1;
							control[5] = 1;
							control[12] = 1;
							control[13] = 1;
							control[14] = 1;  
						end
						6'b100110: begin  
							control[3] = 1;
							control[5] = 1;
							control[12] = 1;
							control[13] = 1;
							control[14] = 1;
						end
						6'b100111: begin  
							control[3] = 1;
							control[5] = 1;
							control[12] = 1;
							control[13] = 1;
							control[14] = 1;
						end
						6'b001001: begin  
							control[1] = 1;
							control[8] = 1;
							control[3] = 1;
							control[5] = 1;
							control[12] = 1;
							control[14] = 1;
						end
						6'b001000: begin  
							control[1] = 1;
							control[8] = 1;
							control[12] = 1;
						end
						default: begin
						end
					endcase
				end
				6'b001001: begin  
					control[7] = 1;
					control[3] = 1;
					control[12] = 1;
					control[14] = 1;
				end
				6'b001010: begin  
					control[7] = 1;
					control[3] = 1;
					control[12] = 1;
					control[14] = 1;	
				end
				6'b001011: begin  
					control[7] = 1;
					control[3] = 1;
					control[12] = 1;
					control[14] = 1;
				end
				6'b001100: begin  
					control[7] = 1;
					control[3] = 1;
					control[12] = 1;
					control[14] = 1;
				end
				6'b001101: begin  
					control[7] = 1;
					control[3] = 1;
					control[12] = 1;
					control[14] = 1;
				end
				6'b001110: begin  
					control[7] = 1;
					control[3] = 1;
					control[12] = 1;
					control[14] = 1;
				end
				6'b100011: begin  
					control[7] = 1;
					control[3] = 1;
					control[4] = 1;
					control[12] = 1;
					control[14] = 1;
					control[15] = 1;
				end
				6'b101011: begin  
					control[7] = 1;
					control[2] = 1;
					control[12] = 1;
					control[13] = 1;
					control[16] = 1;
				end
				6'b001111: begin  
					control[7] = 1;
					control[3] = 1;
					control[14] = 1;
				end
				6'b100000: begin  
					control[7] = 1;
					control[3] = 1;
					control[4] = 1;
					control[10] = 1;
					control[12] = 1;
					control[14] = 1;
					control[15] = 1;
				end
				6'b101000: begin  
					control[7] = 1;
					control[2] = 1;
					control[10] = 1;
					control[12] = 1;
					control[13] = 1;
					control[16] = 1;
				end
				6'b101001: begin  
					control[7] = 1;
					control[2] = 1;
					control[17] = 1;
					control[12] = 1;
					control[13] = 1;
					control[16] = 1;
				end
				6'b100100: begin  
					control[7] = 1;
					control[3] = 1;
					control[4] = 1;
					control[10] = 1;
					control[11] = 1;
					control[12] = 1;
					control[14] = 1;
					control[15] = 1;
				end
				6'b000010: begin  
					control[1] = 1;
				end		
				6'b000011: begin  
					control[1] = 1;
					control[9] = 1;
					control[3] = 1;
					control[5] = 1;
					control[14] = 1;
				end
				6'b000100: begin  
					control[0] = 1;
					control[6] = 1;
					control[12] = 1;
					control[13] = 1;	
				end
				6'b000101: begin  
					control[0] = 1;
					control[6] = 1;
					control[12] = 1;
					control[13] = 1;	
				end
				6'b000001: begin  
					control[0] = 1;
					control[6] = 1;
					control[12] = 1;
					if (rt == 6'b000000) begin
					end else if (rt == 6'b000001) begin
					end else begin
					end
				end
				6'b000111: begin  
					control[0] = 1;
					control[6] = 1;
					control[12] = 1;
				end
				6'b000110: begin  
					control[0] = 1;
					control[6] = 1;
					control[12] = 1;
				end
				6'b011100: begin  
					control[3] = 1;
					control[5] = 1;
					control[12] = 1;
					control[13] = 1;
					control[14] = 1;
				end
				default: begin
				end
			endcase
		end else begin
		end
	end
end
endmodule
```
**flow/run.sh**
```bash
#!/bin/bash
# OpenROAD 26Q1-2900-gdf79404cd8, Yosys 0.63+post, stock flow scripts
make -C /OpenROAD-flow-scripts/flow DESIGN_CONFIG=/design/flow/config.mk WORK_HOME=/design/flow/orfs finish
```
**flow/config.mk**
```make
export PLATFORM = sky130hd
export DESIGN_NAME = decode
export DESIGN_NICKNAME = decode
export VERILOG_FILES = /design/flow/design.v
export SDC_FILE = /design/flow/constraint.sdc
export NUM_CORES = 4
export LEC_CHECK = 1
export CORE_AREA = 10 10 70 70
export DIE_AREA = 0 0 80 80
export SYNTH_HDL_FRONTEND = slang
```
**flow/constraint.sdc**
```tcl
current_design decode

set clk_period 3.6
set clk_io_pct 0.2

create_clock -name clk0 -period $clk_period

set non_clock_inputs [all_inputs -no_clocks]
set_input_delay [expr $clk_period * $clk_io_pct] -clock clk0 $non_clock_inputs
set_output_delay [expr $clk_period * $clk_io_pct] -clock clk0 [all_outputs]
```
==> impl_metrics.json <==
{
  "status": "finished clean",
  "final_max_slew_viol_count": 0,
  "crit_path_top_delay_cell": "or4_4",
  "place_congestion": 0.8269,
  "vias": 1021,
  "min-delay-path-class": "primary input to output port",
  "die_h_um": 80,
  "worst_slew_pin_slew_ps": 392.2,
  "clock.fmax_ghz": 0.2849,
  "grt_pass1_vias": 959,
  "critPathMaxStageDelay_ps": 440,
  "grtUsageTotal_pct": 8.104,
  "path_class": "primary input to output port",
  "io-pin-count": 84,
  "slew_headroom_pct": 73.76,
  "totalWireLength_um": 2758,
  "seqCellArea_sq_um": 0,
  "crit_cells": 7,
  "grt_max_degree": 19,
  "avgSynthCellArea_sq_um": 6.084,
  "max_cap_violations": 0,
  "dr.pass1.iters": 4,
  "crit_arrival_ps": 2790,
  "period_minus_slack_ps": 3509,
  "crit_path_end": "control[1]",
  "crit_chain": "clkdlybuf4s50_1, or3_4, or4_4, o41ai_4, buf_4, a21oi_1, dlygate4sd2_1",
  "endpoint_kind": "output port",
  "cp-start-kind": "primary input",
  "fin_hold_ws_ps": 2177,
  "critPathBufInv": 3,
  "ys_types": 38,
  "drtIter0Drc": 146,
  "grt_pass1_wl_um": 4443,
  "ys_cells": 109,
  "die_x_um": 80,
  "cp_data_required_time_ps": 2880,
  "setup_viol": 0,
  "place_hpwl_um": 2302,
  "rsz0062_at_grt": "false",
  "leakagePower_nw": 0.5414,
  "seq_cell_count": 0,
  "grt_overflow": 0,
  "crit_fanout": 5,
  "nClkBuffers": 0,
  "synthToLayoutAreaGrowth_pct": 97.55,
  "fp_util_pct": 19.41,
  "startpoint": "insn[4]",
  "wl_per_cell_um": 13.13,
  "syn_inst": 109,
  "finalHoldViolations": 0,
  "drc_errors": 0,
  "ys_area_sq_um": 663.1,
  "syn_area_sq_um": 663.1,
  "warnings": 65,
  "antenna_left": 0,
  "final_cells": 210,
  "finalCritPeriodShare_pct": 97.49,
  "dp_cells": 209,
  "path_delay_family": "buffers and inverters",
  "vias_per_cell": 4.862,
  "totalPowerFinal_mw": 0.1088,
  "yosys_warnings": 0,
  "antenna_cells": 0,
  "layout-drive-gt1-share_pct": 14.63,
  "powerDensity_nw_per_um2": 83.04,
  "num_rows": 21,
  "io_buffers": 51,
  "antenna_found_initial": 0,
  "core_sq_um": 3416,
  "chip_area_sq_um": 6400,
  "synth-seq-area-share_pct": 0,
  "ir_drop_v": 0.00003446
}
-- cells by family (layout without fill, tap and decap cells) --
kind of cell | count (synthesis) | in the layout | share of synthesized area (%)
compound gates | 30 | 30 | 32.83
buf+inv | 18 | 73 | 12.45
simple gates | 61 | 61 | 54.72
-- worst min-delay path: stages --
cell,delay [ps]
clkdlybuf4s50_1,460
o41ai_4,100
a21oi_1,40
dlymetal6s2s_1,130
-- power breakdown --
group	switching (mW)	leakage (nW)	internal, mW
Combinational	0.0431	0.541	0.0657
Clock	0	0	0
Sequential	0	0	0
Total	0.0431	0.541	0.0657
-- layout by cell type (no fill, tap or decap), types with 3 or more instances in the layout --
cell | Yosys | layout
clkdlybuf4s50_1 | 0 | 44
buf_4 | 4 | 16
nor2_1 | 9 | 9
nand2_1 | 8 | 8
a21oi_1 | 8 | 8
nor4_1 | 8 | 7
inv_1 | 6 | 6
o21ai_0 | 6 | 6
nor2b_1 | 5 | 5
nand2b_1 | 4 | 4
nor3_1 | 4 | 4
a31oi_1 | 4 | 4
dlygate4sd2_1 | 0 | 4
o221ai_1 | 3 | 3
nand3b_1 | 3 | 3
dlymetal6s2s_1 | 0 | 3
-- worst min-delay path by stage --
stage               from    endpoint  slack [ps]  depth (start not counted)
CTS           valid_insn  control[1]        2310                          4
global route  valid_insn  control[5]        2210                          4
finish        valid_insn  control[5]        2180                          4
-- metal layers --
metal / global-route usage, % / share of wire (%)
met5: 0 / 0
met4: 0 / 0
met3: 2.841 / 9.3
met2: 13.00 / 45
met1: 10.81 / 45
-- timing repair --
item / 4_1_cts / 5_1_grt
buffers inserted: 0 / 1
resized: 6 / 4
endpoints found under the setup margin: 7 / 5
hold buffers: 0 / 0
pin swaps: 1 / 0
cloned: 0 / 0
-- per-stage QoR --
stage | setup TNS [ps] | utilization [%] | area (sq um) | setup WS, ps
after floorplan | 0 | - | 663.1 | 730.9
after global placement | -963.3 | 37.58 | 1284 | -170.0
after detailed placement | -913.0 | 37.58 | 1284 | -154.0
after CTS | 0 | 37.73 | 1289 | 8.325
after global routing | 0 | 38.35 | 1310 | 16.64
final | 0 | 38.35 | 1310 | 90.54
-- cells in the mapped netlist, types with 2 or more instances --
master	number	area [sq um]
a21oi_1	8	40.04
a31oi_1	4	25.02
and3_1	2	12.51
buf_4	4	30.03
clkbuf_1	7	26.28
inv_1	6	22.52
nand2_1	8	30.03
nand2b_1	4	25.02
nand3b_1	3	22.52
nand4_1	2	12.51
nor2_1	9	33.78
nor2b_1	5	31.28
nor3_1	4	20.02
nor3b_1	2	15.01
nor4_1	8	50.05
nor4bb_1	2	20.02
o21ai_0	6	30.03
o221ai_1	3	26.28
or3_1	3	18.77
-- final cells by class --
| type | instances | area (sq um) |
|---|---|---|
| Tap cell | 46 | 57.56 |
| Multi-Input combinational cell | 91 | 596.8 |
| Inverter | 6 | 22.52 |
| Fill cell | 387 | 2106 |
| Timing Repair Buffer | 67 | 633.1 |
No activity file was given, so power comes from the tool's default toggle rates.
